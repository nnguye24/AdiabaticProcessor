--- /design/flow/constraint.sdc ---
current_design bennett_clock_square

set clk_period 1.7
set clk_io_pct 0.2

create_clock -name clk0 -period $clk_period [get_ports {clk}]

set non_clock_inputs [all_inputs -no_clocks]
set_input_delay [expr $clk_period * $clk_io_pct] -clock clk0 $non_clock_inputs
set_output_delay [expr $clk_period * $clk_io_pct] -clock clk0 [all_outputs]
--- /design/flow/config.mk ---
export PLATFORM = sky130hd
export DESIGN_NAME = bennett_clock_square
export DESIGN_NICKNAME = bennett_clock_square
export VERILOG_FILES = /design/flow/design.v
export SDC_FILE = /design/flow/constraint.sdc
export NUM_CORES = 4
export LEC_CHECK = 1
export CORE_AREA = 10 10 73 73
export DIE_AREA = 0 0 83 83
--- /design/flow/run.sh ---
#!/bin/bash
# OpenROAD 26Q1-2900-gdf79404cd8, Yosys 0.63+post, stock flow scripts
make -C /OpenROAD-flow-scripts/flow DESIGN_CONFIG=/design/flow/config.mk WORK_HOME=/design/flow/orfs finish
--- /design/flow/design.v ---
module bennett_clock_square #(
    parameter WIDTH = 11
)(
    input wire clk,
    input wire reset,
    output reg instFlag,	 
  	output reg Mclk,	 
    output reg [WIDTH-1:0] clkn,
    output reg [WIDTH-1:0] clkp
);
    localparam IDLE = 2'b00;
    localparam RAMP_UP = 2'b01;
    localparam RAMP_DOWN = 2'b10;
    localparam ALL_X = 2'b11;
    reg [1:0] state;
  	reg [3:0] counter;
    integer i;
    initial begin
      	Mclk <= 0;
        instFlag <= 0;
        clkn = {WIDTH{1'bX}};
        clkp = {WIDTH{1'bX}};
        state = IDLE;
        counter <= 0;
    end
    always @(posedge clk or posedge reset) begin
        if (reset) begin
            instFlag <= 0;
            clkn <= {WIDTH{1'bX}};
            clkp <= {WIDTH{1'bX}};
            state <= IDLE;
            counter <= 1;
        end else begin
            case (state)
                IDLE: begin
                    instFlag <= 0;
                    state <= RAMP_UP;
                    clkn <= {WIDTH{1'bX}};
                    clkp <= {WIDTH{1'bX}};
                    clkn[0] <= 1'b0;
                    clkp[0] <= 1'b1;
                    counter <= 1;
                  	Mclk <= 0;
                end
                RAMP_UP: begin
                    if (counter < WIDTH) begin
                        for (i = 0; i < WIDTH; i = i + 1) begin
                            if (i <= counter) begin
                                clkn[i] <= 1'b0;
                                clkp[i] <= 1'b1;
                            end else begin
                                clkn[i] <= 1'bX;
                                clkp[i] <= 1'bX;
                            end
                        end
                        counter <= counter + 1;
                    end
                  if (counter == WIDTH-1) begin	 
                        state <= RAMP_DOWN;
                      	Mclk <= 1;
                        counter <= 1;
                    end
                end
                RAMP_DOWN: begin
                    if (counter < WIDTH) begin
                        for (i = 0; i < WIDTH; i = i + 1) begin
                          if (i < WIDTH - counter) begin
                                clkn[i] <= 1'b0;
                                clkp[i] <= 1'b1;
                            end else begin
                                clkn[i] <= 1'bX;
                                clkp[i] <= 1'bX;
                            end
                        end
                        counter <= counter + 1;
                    end else begin
                        clkn <= {WIDTH{1'bX}};
                    	clkp <= {WIDTH{1'bX}};
                        instFlag <= 1;
                        state <= IDLE;
                    end
                end
                default: state <= IDLE;
            endcase
        end
    end
endmodule
==> reports/results.tsv <==
stage	metric	value	unit
cts	tritoncts	yes	
setup_path	path_class	register to register	
logic_synthesis	yosys_area	742	µm²
placed_design	io_buffers	3	
cts	cts-root-buf	clkbuf_8	
setup_path	cp_slowest_cell	dfrtp_1	
route	vias_per_cell	3.81	
floorplanning	dieArea	6890	µm²
floorplanning	rows	22	
setup_path	path_depth	5	
final_timing	setup_ws	0.0809	ns
final_timing	setup_viol	0	
final_timing	fin_setup_tns	0	ns
route	dr.pass1.iters	4	
layout	comb_area	402	µm²
status	status	finished, final reports clean	
logic_synthesis	numSynthFlops	8	
logic_synthesis	synth_seq_share	27.8	%
logic_synthesis	syn_area_per_cell	9.16	µm²
final_timing	fin_crit	1.62	ns
layout	drive_gt1_share	15.1	%
layout	area_delta_synth_final	6.75	%
route	drt_iter0_drc	41	
global_route	grt_max_degree	11	
logic_synthesis	async_flop_share	87.5	%
logic_synthesis	syn_inst	81	
global_route	grt_pass1_wl	2280	µm
logic_synthesis	yosys_warnings	1	
placed_design	place_ws	0.0291	ns
cts	insertion_delay	0.24	ns
cts	cts-htree-levels	1	
setup_path	cp.buffers_inverters	1	
final_timing	drv_slew	0	
floorplanning	core_area	3740	µm²
setup_path	cp.required	1.85	ns
setup_path	arrival	1.77	ns
route	vias	511	
setup_path	r2r_cells	5	
layout	fillers	425	
final_timing	rsz0062_at_grt	no	
setup_path	critPathLaunchType	register	
run	warnings	29	
route	wl	1430	µm
route	antenna_cells	0	
cts	ctsResizeCount	0	
layout	final_core_util	21.2	%
power_and_ir_drop	irDropWorstVdd	0.000221	V
setup_path	cpLargestDelayFamily	AND-OR/OR-AND gates	
layout	flop_area	206	µm²
global_route	grt_overflow	0	
layout	final_area	792	µm²
logic_synthesis	edf_count	1	
logic_synthesis	netlist_area	742	µm²
final_timing	max_freq	618	MHz
setup_path	worstPathMaxFanout	7	
global_route	first_global_vias	485	
cts	cts_made_buffers	3	
run	maxCapViolCount	0	
final_timing	fin_crit_sh	95.2	%
cts	clock-sinks	8	
final_timing	skew	0.0156	ns
cts	holdBufCountCts	0	
logic_synthesis	ff_type	dfrtp_1	
cts	post_cts_buffers	0	
global_route	grtUsageTotal	3.80	%
power_and_ir_drop	powerDensity	569	nW/µm²
floorplanning	io_pins	26	
min_path	hold_path_class	primary input to async pin	
cts	max-clock-path-buffers	2	
power_and_ir_drop	p_leak	0.352	nW
final_timing	hold_violations	0	
floorplanning	initCoreUtil	19.8	%
floorplanning	die_w	83	µm
placed_design	gp_congestion	0.942	
setup_path	cp_cell_sequence	inv_1 > ha_2 > or2_2 > a31o_2 > a211o_1	
floorplanning	fp.dieH	83	µm
placed_design	dpl_cell_area	744	µm²
route	wl_per_cell	10.7	µm
logic_synthesis	ys_types	36	
cts	clk_pin_slew_worst_paths	0.05	ns
setup_path	crit_path_end_kind	register	
setup_path	max_stage_delay	0.37	ns
route	ant_nets	0	
logic_synthesis	ys_cells	81	
route	drc	0	
placed_design	dpl.hpwl	1120	µm
global_route	antenna_found_initial	0	
state kept, by name, indices dropped and copies added (netlist names):
signal / count
counter: 4
state: 2
instFlag: 1
Mclk: 1
cell type report:
type	count	share of cell area, %
Inverter	7	3.32
Clock buffer	4	5.69
Sequential cell	8	26.1
Timing Repair Buffer	6	6.64
Tap cell	48	7.58
Multi-Input combinational cell	61	50.7
through the flow:
| stage | power [mW] | hold slack [ns] | cells |
|---|---|---|---|
| floorplan | 0.235 | 0.143 | 101 |
| global placement | 0.209 | 0.541 | 130 |
| detailed placement | 0.208 | 0.540 | 130 |
| CTS | 0.457 | 0.404 | 134 |
| global route | 0.467 | 0.455 | 134 |
| finish | 0.450 | 0.396 | 134 |
where the power goes:
group	internal, mW	switching (mW)	total [mW]	leakage, nW
clock	0.163	0.0843	0.248	0.0228
combinational	0.00223	0.00653	0.00876	0.235
sequential	0.194	0	0.194	0.0943
final timing paths:
kind | from | to | slack [ns]
max | state[0] | counter[0] | 0.08
min reg2reg | state[1] | state[1] | 0.56
min | reset | counter[1] | 0.40
max in group asynchronous | reset | counter[0] | 1.01
min in group clk0 | state[1] | state[1] | 0.56
max reg2reg | state[0] | counter[0] | 0.08
worst register-to-register path, cell delays in order (launching register included):
cell     delay (ns)
dfrtp_1        0.37
inv_1          0.09
ha_2           0.22
or2_2          0.34
a31o_2         0.24
a211o_1        0.29
cells in the mapped netlist, drive strengths merged (2+ instances only):
| cell | count | area [µm²] |
|---|---|---|
| buf | 24 | 181 |
| inv | 7 | 26.3 |
| dfrtp | 6 | 150 |
| ha | 6 | 75.1 |
| nor2 | 4 | 15.0 |
| a21oi | 3 | 15.0 |
| a211oi | 2 | 15.0 |
| conb | 2 | 7.51 |
| nand3b | 2 | 15.0 |
| o22a | 2 | 17.5 |
logic make-up (layout without fill, tap and decap cells):
group,count (synthesis),count (layout),synth area share [%]
compound gates,17,17,18.2
fa+ha+maj,6,6,10.1
buf+inv,32,17,28.5
flops,8,8,27.8
mux,1,1,1.35
other cells,2,22,1.01
simple gates,15,15,13.0
routing by layer:
layer / GRT usage, % / part of all wire [%] / vias to the layer above
met5: 0 / 0 / -
met4: 0.154 / 0 / 0
met3: 2.17 / 10 / 0
met2: 5.52 / 44 / 29
met1: 5.01 / 46 / 235
li1: - / - / 247
layout by cell type, fill, tap and decap left out, types with 2 or more instances in the layout:
cell type	n
buf_4	3
clkdlybuf4s50_1	3
a211oi_1	2
nand3b_1	2
a21oi_1	3
inv_1	6
clkbuf_8	3
o22a_1	2
dfrtp_1	6
nor2_1	4
conb_1	22
ha_1	5
No activity file was given, so power comes from the tool's default toggle rates.
