[/design/flow/design.v]
module bennett_clock_noX #(
    parameter WIDTH = 11
)(
    input wire clk,
    input wire reset,
    output reg instFlag,	 
  	output reg Mclk,	 
    output reg [WIDTH-1:0] clkn,
    output reg [WIDTH-1:0] clkp
);
    localparam IDLE = 2'b00;
    localparam RAMP_UP = 2'b01;
    localparam RAMP_DOWN = 2'b10;
    reg [1:0] state;
  	reg [3:0] counter;
    integer i;
    initial begin
      	Mclk <= 0;
        instFlag <= 0;
        clkn = {WIDTH{1'b1}};
        clkp = {WIDTH{1'b0}};
        state = IDLE;
        counter <= 0;
    end
    always @(posedge clk or posedge reset) begin
        if (reset) begin
            instFlag <= 0;
            clkn <= {WIDTH{1'b1}};
            clkp <= {WIDTH{1'b0}};
            state <= IDLE;
            counter <= 1;
        end else begin
            case (state)
                IDLE: begin
                    instFlag <= 0;
                    state <= RAMP_UP;
                    clkn <= {WIDTH{1'b1}};
                    clkp <= {WIDTH{1'b0}};
                    clkn[0] <= 1'b0;
                    clkp[0] <= 1'b1;
                    counter <= 1;
                  	Mclk <= 0;
                end
                RAMP_UP: begin
                    if (counter < WIDTH) begin
                        for (i = 0; i < WIDTH; i = i + 1) begin
                            if (i <= counter) begin
                                clkn[i] <= 1'b0;
                                clkp[i] <= 1'b1;
                            end else begin
                                clkn[i] <= 1'b1;
                                clkp[i] <= 1'b0;
                            end
                        end
                        counter <= counter + 1;
                    end
                  if (counter == WIDTH-1) begin	 
                        state <= RAMP_DOWN;
                      	Mclk <= 1;
                        counter <= 1;
                    end
                end
                RAMP_DOWN: begin
                    if (counter < WIDTH) begin
                        for (i = 0; i < WIDTH; i = i + 1) begin
                          if (i < WIDTH - counter) begin
                                clkn[i] <= 1'b0;
                                clkp[i] <= 1'b1;
                            end else begin
                                clkn[i] <= 1'b1;
                                clkp[i] <= 1'b0;
                            end
                        end
                        counter <= counter + 1;
                    end else begin
                        clkn <= {WIDTH{1'b1}};
                    	clkp <= {WIDTH{1'b0}};
                        instFlag <= 1;
                        state <= IDLE;
                    end
                end
                default: state <= IDLE;
            endcase
        end
    end
endmodule
[/design/flow/run.sh]
#!/bin/bash
# OpenROAD 26Q1-2900-gdf79404cd8, Yosys 0.63+post, stock flow scripts
make -C /OpenROAD-flow-scripts/flow DESIGN_CONFIG=/design/flow/config.mk WORK_HOME=/design/flow/orfs finish
[/design/flow/config.mk]
export PLATFORM = sky130hd
export DESIGN_NAME = bennett_clock_noX
export DESIGN_NICKNAME = bennett_clock_noX
export VERILOG_FILES = /design/flow/design.v
export SDC_FILE = /design/flow/constraint.sdc
export NUM_CORES = 4
export LEC_CHECK = 1
export CORE_AREA = 10 10 102 102
export DIE_AREA = 0 0 112 112
[/design/flow/constraint.sdc]
current_design bennett_clock_noX

set clk_period 3.2
set clk_io_pct 0.2

create_clock -name clk0 -period $clk_period [get_ports {clk}]

set non_clock_inputs [all_inputs -no_clocks]
set_input_delay [expr $clk_period * $clk_io_pct] -clock clk0 $non_clock_inputs
set_output_delay [expr $clk_period * $clk_io_pct] -clock clk0 [all_outputs]
==> results.txt <==
Latest figures from synthesis and place and route.

In this run the standard cell core region covers 8217 um^2. The worst setup path is captured at a flip-flop. The cell type group with the largest total delay on the critical path is AND-OR/OR-AND gates.

The chip width is 112 um. Leaving out filler cells and counting taps, the final layout contains 339. The delay of the slowest cell on the worst path is 0.51 ns. The analysis attributes to cell leakage a power of 0.9584 nW.

The total DRC errors in the routed layout is 0. Buffers inserted during clock tree synthesis total 5. Counting flops with an async set or reset pin after synthesis yields a share of 0.9667. STA classifies the critical path startpoint as a flip-flop. The number of antenna violations at the first check in global routing was 0. Setup repair after global routing left no endpoint under its margin. The fraction of power spent switching nets is 0.2092.

Timing analysis after detailed placement gives a worst setup slack of 0.8267 ns. The detailed router finished its first iteration with 100 violations. The mean number of vias per cell is 4.826. The total power is 0.7041 mW.

The tool warning count for the run is 35. The routed design could run at a clock period as short as 2.433 ns. The final tally of max-slew violations is 0. The routability congestion estimate is 0.9293. The warning tally printed by Yosys for this design is 1. The global routing report lists combined usage of all routing layers as 0.07903. The maximum clock frequency is 411.0 MHz. The critical path is of the flip-flop to flip-flop type. The clock latency at the later pin of the worst-skew pair is 0.28 ns. Setup total negative slack on the finished layout was measured at 0 ns.

For this sky-water flow run, the detailed-routed wirelength per cell is reported as 15.21 um. According to the report, the first pass of detailed routing completed in 4 iterations. Per the STA report, the cell with the highest stage delay on the worst path is sky130_fd_sc_hd__a31o_1. The aggregate routed wire length is 5156 um. For this design, Yosys synthesis ends with a cell count of 210. Of the total power, the clock network draws 0.445. The total congestion overflow after global routing is 0. The area fraction of the largest cell type after synthesis is 0.2215. The post-route utilization of the core is recorded as 0.2832. Max-cap violations in this run came to 0. The buffer_ports step reported a buffer count of 25. The number of rows created at floorplan is 33. Checking max transition, the worst relative margin is 0.5245.

The synthesized area per cell is 9.146 um^2. Per the detailed placement report, the placed cell area equals 2236 um^2. The share of total power dissipated in combinational logic is 0.013. Per the synthesis report, the adder-cell share of the synthesized area is 0.08469. 26 I/O pins were placed. The die outline height is 112 um. For this block, the via count after detailed routing is 1636. sky130_fd_sc_hd__nor2_1 is the most common cell in the netlist. The portion of the clock cycle consumed by the worst path in the final layout is 0.7603. The flow ran to the end, and the final reports show no timing, DRC or antenna violations. The number of global-route vias before repair is 1552.

The final hold violation count is 0. The required time at the worst-slack endpoint is 3.37 ns. The xor/xnor share of the synthesized area is 0.009121. The chip area line of the yosys report is 1921 um^2. The peak fanout along the critical path is 13. The post-synth tally of flip-flops with integrated enable is 1. In the floorplan report the effective utilization is 0.2337.

The number of flip-flops and latches in the synthesized netlist is 30. Gates resized during post-CTS repair numbered 0. The tree built by TritonCTS fans out to 30 sinks. The netlist uses 48 different library cells. The post-DP HPWL is 3795 um. Setup violations remaining at the end of the flow were counted as 0. The share of the Yosys chip area taken by registers is 0.4013.

Internal power comes to 0.5568 mW. After routing the design area is 2327 um^2. Dividing total power by cell area gives a power density of 302.5 nW/um^2. Of the cells placed in the final design, the portion with a size suffix greater than 1 is 0.1496.

The total standard cell area after synthesis is 1921 um^2. Traced cell by cell, the critical path runs through inv_1, ha_1, a31o_1, a21o_1, nor3_2, a221o_1. The overall die area is 12540 um^2.

The data arrival time of the worst path is 2.60 ns. After layout, the worst setup slack is 0.7669 ns. Buffers inserted to repair hold after CTS numbered 0. The count of nets left with antenna violations once routing finished came out at 0. After layout, the setup clock skew is reported as 0.005117 ns. Yosys attributes the largest share of cell area to sky130_fd_sc_hd__dfrtp_1, sky130_fd_sc_hd__dfstp_2, sky130_fd_sc_hd__ha_1. Entering global routing, the biggest net connects 30 pins. Yosys reports the multiplexer fraction of the synthesized area as 0.005863. The script reports the combined buffer and inverter count of the critical path as 1. In the CTS report, the clock slew at the register clock pins of the worst setup and hold paths is listed as 0.06 ns. Summed over all nets, the switching power comes to 0.1473 mW. The H-tree depth is 2.

The maximum ir drop on the vdd rail is 0.00009906 V. On the final layout, the worst hold slack is 0.4644 ns. Counting the fill cells in the layout gives 862. TritonCTS built the clock tree. The dominant synthesized flop cell is sky130_fd_sc_hd__dfrtp_1.

The combinational family with the most area after synthesis is AND-OR/OR-AND gates. The buffer count from post-CTS setup fixing is 0. The first global-routing pass estimated 8335 um of wire. The sequential cell fraction of total power is 0.542. The maximum count of clock buffers along a single path is 2.

The final antenna diode count is 0. The transition time recorded at the tightest slew-check pin is 0.7133 ns. Ranked by instance count, the synthesized netlist is headed by sky130_fd_sc_hd__nor2_1, sky130_fd_sc_hd__nand2_1, sky130_fd_sc_hd__a21oi_1. Of the total synthesized cell area, the portion taken by AND-OR and OR-AND cells is 0.2541. The largest total area in the synthesized netlist belongs to sky130_fd_sc_hd__dfrtp_1. Synthesis produced 210 cells. The area fraction in and, or, nand and nor cells is 0.1752. The type of the most critical hold path is flip-flop to flip-flop. After detailed placement, the design holds a cell count of 331. The tree is rooted in a sky130_fd_sc_hd__clkbuf_8. Relative to the synthesized area, the layout overhead comes to 21.17%.
==> layout by cell type, fill, tap and decap left out, types with 2 or more instances in the layout <==
cell and instances:
sky130_fd_sc_hd__a22oi_1 2, sky130_fd_sc_hd__clkdlybuf4s50_1 25, sky130_fd_sc_hd__dfstp_2 12, sky130_fd_sc_hd__o21a_1 2, sky130_fd_sc_hd__a31oi_1 8, sky130_fd_sc_hd__a21o_1 3, sky130_fd_sc_hd__a211o_1 2, sky130_fd_sc_hd__a32oi_1 4
sky130_fd_sc_hd__nand2b_1 6, sky130_fd_sc_hd__buf_4 4, sky130_fd_sc_hd__ha_1 13, sky130_fd_sc_hd__nand2_1 20, sky130_fd_sc_hd__nor2b_1 6, sky130_fd_sc_hd__xnor2_1 2, sky130_fd_sc_hd__dfrtp_1 17, sky130_fd_sc_hd__a21oi_1 18
sky130_fd_sc_hd__a221o_1 3, sky130_fd_sc_hd__clkbuf_8 6, sky130_fd_sc_hd__nand3b_1 2, sky130_fd_sc_hd__o21ai_0 13, sky130_fd_sc_hd__a311oi_1 2, sky130_fd_sc_hd__inv_1 9, sky130_fd_sc_hd__nand3_1 3, sky130_fd_sc_hd__o21ai_1 3
sky130_fd_sc_hd__nor2_1 22, sky130_fd_sc_hd__or2_2 3
==> registers in the layout (all words and copies together), names as in the netlist <==
signal,count
clkn,11
clkp,11
counter,4
state,2
Mclk,1
instFlag,1
==> path summary, 6_finish.rpt <==
kind                       startpoint  endpoint  slack (ns)  cells after the start
setup reg to reg           counter[2]   clkp[6]        0.77                      6
setup / recovery           counter[2]   clkp[6]        0.77                      6
min in group asynchronous       reset   clkp[5]        0.76                      3
max in group asynchronous       reset   clkn[0]        2.13                      3
hold reg to reg               clkn[2]   clkn[2]        0.46                      2
hold / removal                clkn[2]   clkn[2]        0.46                      2
==> per-layer routing <==
layer	track usage	part of all wire
met5	0	0
met4	0.01015	0.013
met3	0.02172	0.071
met2	0.1270	0.47
met1	0.1070	0.45
==> layout make-up <==
| class | instances | area [um^2] | share of cell area |
|---|---|---|---|
| well taps | 105 | 131.4 | 0.05645 |
| clock buffers | 7 | 86.33 | 0.03710 |
| multi-input cells | 157 | 1016 | 0.4366 |
| clock inverters | 1 | 5.005 | 0.002151 |
| inverters | 10 | 37.54 | 0.01613 |
| repair buffers | 29 | 280.3 | 0.1204 |
| flip-flops and latches | 30 | 770.7 | 0.3312 |
==> worst register-to-register path: cells and delay by family (launching register included) <==
kind,cells,cell delay [ns]
AOI/OAI and AO/OA,3,1.15
adders and majority gates,1,0.45
DFF,1,0.44
buffers and inverters,1,0.21
and+or+nand+nor,1,0.07
==> cell families after synthesis <==
logic type | after synthesis
xor+xnor | 2
flops | 30
fa+ha+maj | 13
simple gates | 70
buf+inv | 23
compound gates | 71
mux | 1
==> power groups by stage <==
stage	Sequential, mW	Combinational, mW	Clock (mW)
after global routing	0.381	0.0108	0.338
after CTS	0.382	0.0100	0.322
final	0.382	0.00916	0.313
No activity file was given, so power comes from the tool's default toggle rates.
