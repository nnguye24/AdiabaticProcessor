<file path="flow/constraint.sdc">
current_design bennett_clock

set clk_period 1.8
set clk_io_pct 0.2

create_clock -name clk0 -period $clk_period [get_ports {clk}]

set non_clock_inputs [all_inputs -no_clocks]
set_input_delay [expr $clk_period * $clk_io_pct] -clock clk0 $non_clock_inputs
set_output_delay [expr $clk_period * $clk_io_pct] -clock clk0 [all_outputs]
</file>
<file path="flow/config.mk">
export PLATFORM = sky130hd
export DESIGN_NAME = bennett_clock
export DESIGN_NICKNAME = bennett_clock
export VERILOG_FILES = /design/flow/design.v
export SDC_FILE = /design/flow/constraint.sdc
export NUM_CORES = 4
export LEC_CHECK = 1
export CORE_AREA = 10 10 70 70
export DIE_AREA = 0 0 80 80
</file>
<file path="flow/run.sh">
#!/bin/bash
# OpenROAD 26Q1-2900-gdf79404cd8, Yosys 0.63+post, stock flow scripts
make -C /OpenROAD-flow-scripts/flow DESIGN_CONFIG=/design/flow/config.mk WORK_HOME=/design/flow/orfs finish
</file>
<file path="flow/design.v">
module bennett_clock #(
    parameter integer PHASES = 4
) (
    input wire clk,
    input wire reset,
    output reg [PHASES-1:0] clkp,
    output reg Mclk,
    output reg instFlag
);
    localparam MAX_STATE = 2 * PHASES + 1;
    localparam STATE_WIDTH = $clog2(MAX_STATE + 1);
    reg [STATE_WIDTH-1:0] state;
    always @(posedge clk) begin
      if (clkp[PHASES-2] == 1) begin
        Mclk <= 1;
      end else if (instFlag ==1) begin
        Mclk <= 0;
      end
    end
    always @(posedge clk or posedge reset) begin
        if (reset) begin
            state <= 0;
        end else begin
            if (state == MAX_STATE)
                state <= 0;
            else
                state <= state + 1;
        end
    end
    always @(*) begin
        integer i;
        instFlag = 1'b0;
        if (state == 0) begin
            clkp = '0;
            instFlag = 1'b1;
        end else if (state <= PHASES) begin
            for (i = 0; i < PHASES; i = i + 1) begin
                if (i < state - 1)
                    clkp[i] = 1'b1;
                else if (i == state - 1)
                    clkp[i] = 1'bx;
                else
                    clkp[i] = 1'b0;
            end
        end else if (state == PHASES + 1) begin
            clkp = '1;
        end else begin  
            for (i = 0; i < PHASES; i = i + 1) begin
                if (i < (MAX_STATE - state))
                    clkp[i] = 1'b1;
                else if (i == (MAX_STATE - state))
                    clkp[i] = 1'bx;
                else
                    clkp[i] = 1'b0;
            end
        end
    end
endmodule
</file>
==> impl_metrics.tcl <==
# implementation run metrics
set metrics [dict create \
    status "finished with violations" \
    violations "setup timing" \
    cp_max_fo 4 \
    cts.sinks 5 \
    slew_headroom_pct 75.23 \
    rsz0062_at_grt "true" \
    max_cap_viol_count 0 \
    fin_area_sq_um 838.3 \
    gp_routability_congestion 0.7529 \
    antenna_found_initial 0 \
    h-tree-depth 1 \
    ys_seq_share_pct 27.43 \
    tns_ps -2240 \
    cts_tree "done" \
    die_h_um 80 \
    synth_cells 44 \
    root_buffer "clkbuf_4" \
    drc_errors 0 \
    cts-buffers-inserted 3 \
    clk_path_buf_depth 2 \
    crit_chain "inv_2, ha_4, or4b_4, a211oi_4, buf_4, a211oi_2, buf_2" \
    maxSlewViolCount 0 \
    vias 450 \
    arrival_ps 1970 \
    p_leak_nw 0.3823 \
    peakVddDrop_v 0.0001440 \
    finClkSkew_ps 5.663 \
    drt_iter0_markers 35 \
    hold_slack_ps 304.4 \
    r2r_end "Mclk" \
    min_period_ps 2333 \
    top_cell_area_share_pct 22.86 \
    worst_pin_slew_ps 368.5 \
    ant_nets 0 \
    synth_area_leader_cell "dfrtp_1" \
    reg2reg_depth 6 \
    ff2ff_setup_slack_ps -20 \
    die-area_sq_um 6400 \
    vias_per_cell 3.600 \
    worstSetupStartpointType "register" \
    wl_per_cell_um 9.664 \
    hold_viol 0 \
    ys_area_sq_um 437.9 \
    fp_util_pct 12.82 \
    numPortBuffers 7 \
    ys_top_cells_by_area "dfrtp_1 23%, ha_1 23%, a2111oi_4 6.3%, inv_1 6.0%, dfxtp_1 4.6%" \
    clk_pin_slew_ps 50 \
    grt_first_pass_wirelength_um 1973 \
    dpl.hpwl_um 836.5 \
    grt-ovfl-total 0 \
    grt_usage_pct 3.786 \
    core_area_sq_um 3416 \
    dpl_cell_area_sq_um 688.2 \
    period_used_pct 129.6 \
    slowest_stage "or4b_4" \
    timing.rr.start "state[1]" \
    dr.pass1.iters 2 \
    min_path_type "in -> async" \
    worst_slack_ps -532.9 \
    setup_viol 6 \
    fp.dieW_um 80 \
    yosys-stat-cells 44 \
    n_antenna_cell 0 \
    postSynthAreaPerCell_sq_um 9.953 \
    cp.required_ps 1440 \
    power_density_nw_per_um2 295.0 \
    crit_type "reg -> out" \
    row_count 21 \
    grt_pass1_vias 439 \
    ys_ff 5 \
    endpoint_kind "output pin" \
    synth_area_sq_um 437.9 \
    syn_to_final_growth_pct 91.43 \
    fmax_mhz 428.7 \
    yosysWarnings 1 \
    warnings 33 \
    clk-insertion-delay-late_ps 240 \
    drt-total-wl_um 1208 \
    postLayoutCoreUtil_pct 24.54 \
    grt_max_degree 7 \
    synth_cell_types 24 \
    power.total_mw 0.2473 \
    cpPeakStageDelay_ps 550 \
    drive_gt1_share_pct 62.03 \
    ios 8 \
]
==> routing by layer <==
| metal | vias up | global-route usage [%] | share of wire, % |
|---|---|---|---|
| met5 | - | 0 | 0 |
| met4 | 0 | 0.1761 | 0 |
| met3 | 0 | 2.500 | 8.2 |
| met2 | 7 | 6.340 | 47 |
| met1 | 214 | 4.091 | 45 |
| li1 | 229 | - | - |
==> logic make-up (layout without fill, tap and decap cells) <==
group                      count (synthesis)  in the layout  synth area share, %
and+or+nand+nor                           12             12                19.15
AOI/OAI and AO/OA                         11             11                22.57
adders and majority gates                  8              8                22.86
buffers and inverters                      7             42                6.001
DFF                                        5              5                27.43
xor gates and xnor gates                   1              1                2.000
==> synthesized netlist by cell type (all sizes together) <==
library cell / count
nor4b: 1
a211oi: 3
nand2: 2
a2111oi: 1
or3b: 2
inv: 7
xnor2: 1
a221oi: 1
and2b: 1
nand3b: 1
a21boi: 2
dfxtp: 1
dfrtp: 4
a21oi: 1
or4b: 1
nor4: 1
nor2b: 1
ha: 8
nor3: 1
o21ai: 3
nor2: 1
==> flip-flops by register name, summed over array words and instances, names as in the netlist <==
signal and cells:
Mclk 1, state 4
==> cell type report <==
type,count,area [sq um]
Fill cell,362,2577
Inverter,7,26.28
Timing Repair Buffer,31,229.0
Clock buffer,4,26.28
Sequential cell,5,121.4
Tap cell,46,57.56
Multi-Input combinational cell,32,377.9
==> through the flow <==
step | cells | worst slack [ps]
after floorplan | 44 | -132.8
after global placement | 113 | -575.9
after detailed placement | 113 | -579.0
after CTS | 123 | -573.1
after global routing | 125 | -612.3
final | 125 | -532.9
==> what timing repair did <==
item,CTS,global route
pin swaps,8,6
hold buffers,0,0
cloned,0,0
gates resized,25,7
endpoints found under the hold margin,0,0
endpoints found under the setup margin,5,6
setup buffers,6,2
==> where the power goes <==
part	switching, mW	internal, mW	total (mW)	leakage (nW)
Combinational	0.00207	0.00203	0.00410	0.310
Sequential	0	0.112	0.112	0.0577
Clock	0.0468	0.0839	0.131	0.0150
Total	0.0489	0.198	0.247	0.382
==> how the worst max path moves through the flow <==
stage     slack [ps]       to  startpoint
5_1_grt         -610  clkp[1]    state[1]
4_1_cts         -570  clkp[2]    state[0]
6_report        -530  clkp[0]    state[1]
==> worst max-delay path, delay by kind of cell, from the launching register on <==
kind                     cells  cell delay [ps]
AND-OR/OR-AND                2              300
AND/OR/NAND/NOR              1              550
adder cells (fa/ha/maj)      1              160
flip-flops                   1              350
buffers and inverters        3              370
==> layout by cell type, fill, tap and decap left out, types with 2 or more instances in the layout <==
master           instances
clkbuf_4                 3
inv_2                    3
clkdlybuf4s50_1          2
buf_2                    5
dfrtp_1                  3
o21ai_0                  2
ha_1                     4
a21boi_0                 2
buf_4                   23
nand2_1                  2
inv_1                    4
ha_4                     4
No activity file was given, so power comes from the tool's default toggle rates.
